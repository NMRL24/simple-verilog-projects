**./run.sh**
```bash
#!/bin/bash
# OpenROAD 26Q1-2900-gdf79404cd8, Yosys 0.63+post, stock flow scripts
make -C /OpenROAD-flow-scripts/flow DESIGN_CONFIG=/design/flow/config.mk WORK_HOME=/design/flow/orfs finish
```
**./config.mk**
```make
export PLATFORM = sky130hd
export DESIGN_NAME = digiclk
export DESIGN_NICKNAME = digiclk
export VERILOG_FILES = /design/flow/design.v
export SDC_FILE = /design/flow/constraint.sdc
export NUM_CORES = 4
export LEC_CHECK = 1
export CORE_AREA = 10 10 86 86
export DIE_AREA = 0 0 96 96
```
**./constraint.sdc**
```tcl
current_design digiclk

set clk_period 2.5
set clk_io_pct 0.2

create_clock -name clk0 -period $clk_period [get_ports {clk}]

set non_clock_inputs [all_inputs -no_clocks]
set_input_delay [expr $clk_period * $clk_io_pct] -clock clk0 $non_clock_inputs
set_output_delay [expr $clk_period * $clk_io_pct] -clock clk0 [all_outputs]
```
**./design.v**
```verilog
`timescale 1ns / 1ps
module digiclk (
input clk,rst,
output reg [5:0] s,m,
output reg [4:0] h   );
always @(posedge clk or posedge rst) begin
if (rst) begin
            s<=6'd0;
            m<=6'd0;
            h<=5'd0;
            end
else    begin
        s<=s+1;
        if (s == 6'd59) begin
            s<=0;
            m<=m+1;
            if (m == 6'd59) begin
                m<=0;
                h<=h+1;
                if (h == 5'd23) begin
                    h <=0;
                    end
                end
         end                       
        end
end
endmodule
```
==> flow_summary.json <==
{
  "status": "completed",
  "synth_cell_type_count": 36,
  "path_clk_slew_ps": 70,
  "post-place-ws_ps": 660.9,
  "yosys.area_share.simple_pct": 23.23,
  "r2r_start": "s[0]",
  "drc_errors": 0,
  "logic_family": "simple AND/OR/NAND/NOR gates",
  "grt-ovfl-total": 0,
  "slew_headroom_pct": 55.10,
  "tns_ps": 0,
  "drt_pass1_iterations": 4,
  "fin_cells": 180,
  "slew_viol_final": 0,
  "path_buffers": 1,
  "cts_buffer_depth": 2,
  "cp_top_family": "flip-flops",
  "chipHeight_um": 96,
  "first_iter_violations": 42,
  "whs_path_depth": 1,
  "ys.flops": 17,
  "syn_area_um2": 969.7,
  "reg2reg_depth": 4,
  "adder_share_pct": 3.871,
  "compound_area_share_pct": 13.29,
  "ios": 19,
  "vias": 755,
  "worstSetupEndpoint": "m[2]",
  "r2r_end": "h[1]",
  "drt-met1-wl_um": 1099,
  "die_width_um": 96,
  "async_flop_share_pct": 100.0,
  "cts_tree": "built",
  "finalClockPeriodUsage_pct": 76.79,
  "rsz0062_at_grt": "false",
  "postCtsHoldBufs": 0,
  "fmax_mhz": 520.9,
  "grtUsageTotal_pct": 5.009,
  "top_cell": "dfrtp_1",
  "wl_per_cell_um": 12.46,
  "cellPowerDensity_nw_per_um2": 389.0,
  "synth_seq_share_pct": 43.87,
  "routed.top_layer": "met4",
  "cp-start-kind": "flip-flop",
  "portBuffers": 18,
  "n_antenna_cell": 0,
  "cellLeakagePower_nw": 0.4826,
  "worst_ep_arrival_time_ps": 1420,
  "grt_pass1_wl_um": 3677,
  "place_inst": 176,
  "r2r_slack_ps": 630,
  "critPathSlowestCell": "dfrtp_1",
  "min_period_ps": 1920,
  "clock_sinks": 17,
  "yosys_warnings": 1,
  "hold_class": "reg -> reg",
  "finClkSkew_ps": 7.367,
  "grt_pass1_vias": 702,
  "crit_chain": "clkdlybuf4s50_1",
  "synth-edff-count": 0,
  "critPathRequiredTime_ps": 2000,
  "worst_pin_slew_ps": 672.7,
  "setup_viol": 0,
  "cts_resized": 0,
  "area_leaders": "dfrtp_1 (44%), nor4_2 (5.2%), mux2_2 (4.6%)",
  "avgSynthCellArea_um2": 10.66,
  "ys_top_cells_by_count": "dfrtp_1 (17), nand2_1 (7), nor2_1 (5)",
  "h-tree-depth": 1,
  "vias_per_cell": 4.194,
  "antenna_found_initial": 0,
  "drive_gt1_share_pct": 12.96,
  "cts_root_buf": "clkbuf_8",
  "cts_setup_buffers": 0,
  "top_area_cell": "dfrtp_1",
  "worst-path-stages": 1,
  "final_hold_viol_count": 0,
  "die_area_um2": 9216,
  "drt_wl_total_um": 2242,
  "ys_cells": 91,
  "wl_met3_um": 298,
  "core_um2": 5540,
  "gp_congestion": 0.7717,
  "final_antenna_net_count": 0,
  "wl_met2_um": 829,
  "synth-xor-area-share_pct": 1.806,
  "cap_violations": 0,
  "critPathMaxStageDelay_ps": 610,
  "power_w": 0.0004876,
  "grt_max_degree": 18,
  "yosys_area_um2": 969.7,
  "clock_latency_ps": 250,
  "setup_ws_ps": 580.3,
  "numCtsBuffers": 3,
  "crit_type": "reg -> out",
  "ir_drop_mv": 0.2171,
  "syn_inst": 91,
  "fin_util_pct": 22.63,
  "mux_share_pct": 9.032,
  "fp-utilization_pct": 17.50,
  "hpwl_um": 1614,
  "rows": 27,
  "top_cell_area_share_pct": 43.87,
  "worstSetupStartpoint": "m[2]",
  "warning_count": 25,
  "crit_path_max_fanout": 14,
  "syn_to_final_growth_pct": 29.29,
  "end_kind": "output pin",
  "yosys_most_used_dff": "dfrtp_1"
}
==> area by class of cell <==
class                           count  area, um2
Multi-Input combinational cell     65      496.7
Inverter                            4      15.01
Fill cell                         611       4287
Clock inverter                      1      5.005
Sequential cell                    17      425.4
Timing Repair Buffer               18      180.2
Tap cell                           72      90.09
Clock buffer                        3      41.29
==> power breakdown <==
part / switching, W / leakage (nW) / internal [W]
Combinational: 0.00000552 / 0.229 / 0.00000145
Clock: 0.0000952 / 0.0255 / 0.000111
Sequential: 0 / 0.228 / 0.000275
==> how the worst min path moves through the flow <==
stage	end	from	slack, ps
CTS	s[0]	s[0]	500
global route	s[0]	s[0]	530
finish	s[0]	s[0]	490
==> per-stage QoR <==
stage	hold slack [ps]	instance area (um2)
global placement	492.6	1207
CTS	504.6	1254
finish	494.5	1254
detailed placement	490.2	1207
global route	534.9	1254
floorplan	426.1	969.7
==> sequential cells by signal, indices dropped and copies added, names as in the netlist <==
name,cells
m,6
h,5
s,6
==> kinds of logic after synthesis <==
family / after synthesis
AND/OR/NAND/NOR: 34
adder cells (fa/ha/maj): 3
multiplexers: 8
AND-OR/OR-AND: 18
XOR/XNOR: 2
flip-flops: 17
buffers and inverters: 9
==> placed cells by master (no fill, tap or decap), drive strengths merged, types with 2 or more instances in the layout <==
| cell | instances |
|---|---|
| a31oi | 2 |
| clkbuf | 3 |
| clkdlybuf4s50 | 18 |
| dfrtp | 17 |
| ha | 3 |
| inv | 4 |
| mux2 | 6 |
| mux2i | 2 |
| nand2 | 7 |
| nand2b | 2 |
| nand3 | 4 |
| nand4 | 2 |
| nand4b | 3 |
| nor2 | 5 |
| nor2b | 2 |
| nor4 | 5 |
| o211ai | 3 |
| o21ai | 5 |
| o31a | 2 |
| o31ai | 2 |
| xor2 | 2 |
==> per-layer routing <==
layer | global-route usage, % | vias to the layer above
met3 | 3.223 | 2
met5 | 0 | -
met2 | 6.446 | 18
met1 | 7.167 | 355
li1 | - | 380
met4 | 0.2457 | 0
Power is estimated from default activity; no workload was simulated.
