File: ./design.v
`timescale 1ns / 1ps
module ALU128BIT(
    input  [127:0] IP1, IP2,
    input  [3:0]   ALU_Sel,
    output reg [127:0] Result,
    output reg Zero,
    output reg CarryOut,
    output reg Overflow,
    output reg Negative,
    output reg AuxCarry );
    always @(*) begin
       case (ALU_Sel)
            4'b0000: Result = IP1 + IP2;                  
            4'b0001: Result = IP1 - IP2;                  
            4'b0010: Result = IP1 & IP2;                  
            4'b0011: Result = IP1 | IP2;                  
            4'b0100: Result = IP1 ^ IP2;                  
            4'b0101: Result = ~IP1;                       
            4'b0110: Result = IP1 << 1;                   
            4'b0111: Result = IP1 >> 1;                   
            4'b1000: Result = {IP1[126:0], IP1[127]};     
            4'b1001: Result = {IP1[0], IP1[127:1]};       
            default: Result = 128'b0;                     
        endcase
        Zero = (Result == 128'b0);
        Negative = Result[127];
        case (ALU_Sel)
            4'b0000: begin  
                CarryOut = ({1'b0, IP1} + {1'b0, IP2}) > {1'b0, {128{1'b1}}};
                Overflow = (IP1[127] == IP2[127]) && (Result[127] != IP1[127]);
                AuxCarry = (IP1[3:0] + IP2[3:0]) > 4'hF;
            end
            4'b0001: begin  
                CarryOut = (IP1 >= IP2);
                Overflow = (IP1[127] != IP2[127]) && (Result[127] != IP1[127]);
                AuxCarry = (IP1[3:0] < IP2[3:0]);
            end
            default: begin  
                CarryOut = 1'b0;
                Overflow = 1'b0;
                AuxCarry = 1'b0;
            end
        endcase
    end
endmodule
File: ./constraint.sdc
current_design ALU128BIT

set clk_period 52.7
set clk_io_pct 0.2

create_clock -name clk0 -period $clk_period

set non_clock_inputs [all_inputs -no_clocks]
set_input_delay [expr $clk_period * $clk_io_pct] -clock clk0 $non_clock_inputs
set_output_delay [expr $clk_period * $clk_io_pct] -clock clk0 [all_outputs]
File: ./config.mk
export PLATFORM = sky130hd
export DESIGN_NAME = ALU128BIT
export DESIGN_NICKNAME = ALU128BIT
export VERILOG_FILES = /design/flow/design.v
export SDC_FILE = /design/flow/constraint.sdc
export NUM_CORES = 4
export LEC_CHECK = 1
export CORE_UTILIZATION = 50
File: ./run.sh
#!/bin/bash
# OpenROAD 26Q1-2900-gdf79404cd8, Yosys 0.63+post, stock flow scripts
make -C /OpenROAD-flow-scripts/flow DESIGN_CONFIG=/design/flow/config.mk WORK_HOME=/design/flow/orfs finish
==> impl_metrics.py <==
# Metrics from the implementation run
metrics = {
    "timing": {
        "hold_viol_final": 0,
        "whs_ns": 22.14,
        "fmax_mhz": 33.7,
        "period_needed_ns": 29.68,
        "post-route-period-util_pct": 56.3,
        "drv_slew": 0,
        "fin_setup_tns_ns": 0,
        "setup_ws_ns": 23.02,
        "setup_viol": 0,
        "tightestPinTransition_ns": 1.40,
        "rsz0062_at_grt": "no",
        "slew_headroom_pct": 3.93,
    },
    "drt": {
        "routed_via_density": 7.11,
        "ant_nets": 0,
        "num_vias": 39412,
        "drt_wl_total_um": 154000,
        "firstDrtPassIters": 7,
        "drt_iter0_drc": 6059,
        "wl_per_cell_um": 27.7,
        "drc": 0,
    },
    "die": {
        "die_h_um": 241,
        "core_um2": 56500,
        "die_area_um2": 58300,
        "ios": 393,
        "die_w_um": 241,
        "core_util_floorplan_pct": 50.7,
        "floorplan.rows": 87,
    },
    "min_path": {
        "hp-start": "ALU_Sel[0]",
        "hold_path.class": "input pin to primary output",
    },
    "critical_path": {
        "arrival_ns": 19.14,
        "criticalPathCategory": "input pin to primary output",
        "end_kind": "primary output",
        "crit_fanout": 15,
        "crit_start": "IP1[20]",
        "cp.required_ns": 42.16,
        "worstSetupStartpointType": "input pin",
    },
    "global_routing": {
        "grt_max_degree": 108,
        "overflow": 0,
        "first_global_vias": 34683,
        "antenna_found_initial": 14,
        "grtUsageTotal_pct": 51.4,
        "grt_pass1_wl_um": 224000,
    },
    "placement": {
        "place_inst": 5532,
        "dpl.hpwl_um": 123000,
        "gp_congestion": 1.20,
        "dp_slack_ns": 23.52,
        "port_buffers": 393,
        "postPlaceCellArea_um2": 33200,
    },
    "clock_tree": {
        "cts_hold_buf": 0,
        "post_cts_resized": 0,
        "postCtsSetupBuffers": 0,
    },
    "yosys": {
        "avgSynthCellArea_um2": 6.26,
        "yosys_cells": 4579,
        "synth.distinct_cells": 93,
        "yosysWarnings": 1,
        "netlist_instances": 4579,
        "netlist_area_um2": 28700,
        "ys_area_um2": 28700,
        "postSynthSeqShare_pct": 0,
    },
    "pwr": {
        "worst_ir_drop_vdd_mv": 0.00717,
        "p_sw_share_pct": 64.4,
        "p_int_mw": 0.147,
        "power.density_nw_per_um2": 12.4,
        "p_sw_mw": 0.266,
        "p_leak_nw": 14.0,
    },
    "layout": {
        "regArea_um2": 0,
        "fillCellCount": 5350,
        "lay_top_cells": "a21oi_1 (487), ha_1 (445), nand2_1 (417), nor2_1 (412), inv_1 (397)",
        "clockBufferCount": 0,
        "syn2layout_area_growth_pct": 15.8,
        "final_area_um2": 33200,
        "flops": 0,
        "drive_above_1_share_pct": 3.87,
        "lay_top_count": "a21oi_1",
        "layout.cells.non_filler": 5541,
    },
    "job": {
        "max_cap_violations": 0,
        "warnings": 353,
    },
    "run_status": {
        "status": "completed",
    },
}
[worst max-delay path, cell delays in order]
cell and delay, ns:
clkdlybuf4s50_1 0.67, inv_1 0.09, ha_1 0.51, nor4_1 0.65, a21oi_1 0.24, o21ai_1 0.66, a211oi_2 0.36, o41ai_1 0.67
mux2i_1 0.32, a2111o_1 0.44, or4_1 0.44, nor4_1 0.87, nand4_1 0.36, or4_1 0.69, nor4_1 0.46, nand4b_1 0.20
nor4_2 0.42, clkdlybuf4s50_1 0.55
[stage by stage]
stage | util, % | power (mW)
floorplan | - | 0.218
global placement | 58.7 | 0.389
detailed placement | 58.7 | 0.387
CTS | 58.7 | 0.390
global route | 58.7 | 0.431
finish | 58.8 | 0.412
[power by group through the flow]
| stage | Sequential [mW] | Combinational [mW] | Clock [mW] |
|---|---|---|---|
| CTS | 0 | 0.390 | 0 |
| global route | 0 | 0.431 | 0 |
[path summary, 6_finish.rpt]
kind / to / slack, ns / cells past startpoint
worst max-delay path: Zero / 23.02 / 18
worst min-delay path: Result[5] / 22.14 / 4
[synthesized netlist by cell type, types with 28 or more instances]
master	number	share of area [%]
ha_1	445	19
inv_1	397	5.2
or3_1	29	0.63
o21a_1	32	0.84
and2_1	28	0.61
nor4_1	125	2.7
clkbuf_1	203	2.7
buf_1	47	0.62
o211ai_1	60	1.6
a21oi_1	488	8.5
mux2i_1	119	4.2
nand3_1	78	1.4
o21bai_1	77	2.0
o21ai_0	341	6.0
nand4_1	99	2.2
nand2_1	419	5.5
a21o_1	76	2.0
a21boi_0	29	0.76
o221ai_1	33	1.0
o31ai_1	102	2.7
o22ai_1	114	2.5
nor2b_1	37	0.81
a211oi_1	62	1.6
nor3_1	129	2.3
a221oi_1	48	1.5
nor2_1	412	5.4
a31oi_1	43	0.94
[metal layers]
metal	wire, um	up-vias	global-route usage, %
met2	59700	3316	71.0
met3	24500	671	19.5
met5	79	-	0
li1	-	17488	-
met1	59700	17923	70.0
met4	9720	14	23.5
[kinds of logic after synthesis]
group	share of synthesized area [%]
AND-OR/OR-AND	40.8
AND/OR/NAND/NOR	25.4
buffers and inverters	9.22
adder cells (fa/ha/maj)	19.6
multiplexers	4.24
XOR/XNOR	0.764
[area by class of cell]
| type | count | area [um^2] | area share (%) |
|---|---|---|---|
| multi-input cells | 3887 | 26100 | 78.6 |
| repair buffers | 476 | 4590 | 13.8 |
| inverters | 413 | 1550 | 4.67 |
| well taps | 756 | 946 | 2.85 |
| diodes | 9 | 22.5 | 0.0678 |
Power is estimated from default activity; no workload was simulated.
