--- ./run.sh ---
#!/bin/bash
# OpenROAD 26Q1-2900-gdf79404cd8, Yosys 0.63+post, stock flow scripts
make -C /OpenROAD-flow-scripts/flow DESIGN_CONFIG=/design/flow/config.mk WORK_HOME=/design/flow/orfs finish
--- ./config.mk ---
export PLATFORM = sky130hd
export DESIGN_NAME = vending_machine_A_B
export DESIGN_NICKNAME = vending_machine_A_B
export VERILOG_FILES = /design/flow/design.v
export SDC_FILE = /design/flow/constraint.sdc
export NUM_CORES = 4
export LEC_CHECK = 1
export CORE_AREA = 10 10 78 78
export DIE_AREA = 0 0 88 88
--- ./constraint.sdc ---
current_design vending_machine_A_B

set clk_period 2.1
set clk_io_pct 0.2

create_clock -name clk0 -period $clk_period [get_ports {clk}]

set non_clock_inputs [all_inputs -no_clocks]
set_input_delay [expr $clk_period * $clk_io_pct] -clock clk0 $non_clock_inputs
set_output_delay [expr $clk_period * $clk_io_pct] -clock clk0 [all_outputs]
--- ./design.v ---
`timescale 1ns / 1ps
module vending_machine_A_B (
    input clk,
    input rst,
    input [1:0] coin,       
    input sel_item,         
    output reg dispense_A,
    output reg dispense_B,
    output reg [1:0] change
);
    parameter S0  = 2'b00;
    parameter S5  = 2'b01;
    parameter S10 = 2'b10;
    parameter S15 = 2'b11;
    reg [1:0] state, next_state;
    reg [4:0] total_money;   
    reg transaction_done;
    always @(posedge clk or posedge rst) begin
        if (rst) begin
            state <= S0;
            total_money <= 5'd0;
            transaction_done <= 0;
        end
        else begin
            state <= next_state;
            if (state == S0 && coin == 2'b00) begin
                total_money <= 5'd0;
                transaction_done <= 0;
            end
            else if (coin == 2'b01 && !transaction_done) begin
                total_money <= total_money + 5'd5;
            end
            else if (coin == 2'b10 && !transaction_done) begin
                total_money <= total_money + 5'd10;
            end
            if ((state == S10 || state == S15) && coin == 2'b00 && 
                (sel_item == 0 || sel_item == 1)) begin
                transaction_done <= 1;
            end
        end
    end
    always @(*) begin
        next_state = state;
        case (state)
            S0: begin
                if (coin == 2'b01)      next_state = S5;
                else if (coin == 2'b10) next_state = S10;
            end
            S5: begin
                if (coin == 2'b01)      next_state = S10;
                else if (coin == 2'b10) next_state = S15;
            end
            S10: begin
                if (coin == 2'b01)      next_state = S15;
                else if (coin == 2'b10) next_state = S15;
                else if (coin == 2'b00 && sel_item == 0 && !transaction_done)
                    next_state = S0;   
            end
            S15: begin
                if (coin == 2'b00 && !transaction_done)
                    next_state = S0;   
            end
        endcase
    end
    always @(posedge clk or posedge rst) begin
        if (rst) begin
            dispense_A <= 0;
            dispense_B <= 0;
            change <= 2'b00;
        end
        else begin
            dispense_A <= 0;
            dispense_B <= 0;
            change <= 2'b00;
            if (next_state == S0 && (state == S10 || state == S15) && !transaction_done) begin
                if (sel_item == 0) begin
                    dispense_A <= 1;
                    if (total_money == 5'd15) begin
                        change <= 2'b01;   
                    end
                    else if (total_money >= 5'd20) begin
                        change <= 2'b10;   
                    end
                end
                else if (sel_item == 1) begin
                    dispense_B <= 1;
                    if (total_money == 5'd20) begin
                        change <= 2'b01;   
                    end
                    else if (total_money >= 5'd25) begin
                        change <= 2'b10;   
                    end
                end
            end
        end
    end
endmodule
==> results.json <==
{
  "grt_pass1_wl_um": 3080,
  "gp_congestion": 0.835,
  "endpoint_kind": "flip-flop",
  "total_power_mw": 1.10,
  "numSynthFlops": 14,
  "totalWireLength_um": 1790,
  "yosysTopAreaCellShare_pct": 36.3,
  "path_cells": "clkdlybuf4s50_1 -> inv_1 -> ha_1 -> nand2b_1 -> o21bai_1 -> and4_1 -> and3_1",
  "slew_viol_final": 0,
  "grtUsageMet2_pct": 6.81,
  "yosysUniqueCellTypes": 33,
  "worstSkewPairLatency_ps": 250,
  "io_buffer_count": 8,
  "finalCriticalPeriod_ps": 1940,
  "h-tree-depth": 1,
  "track_usage_pct": 4.79,
  "clockPowerShare_pct": 24.2,
  "setup_viol": 0,
  "vias": 690,
  "worstSetupStartpointType": "input pin",
  "post_cts_buffers": 0,
  "crit_path_top_delay_cell": "clkdlybuf4s50_1",
  "fin_skew_ps": 2.45,
  "drc": 0,
  "cts_buffers": 3,
  "top_usage_layer": "met1",
  "grt_util_met1_pct": 7.07,
  "top_cell": "dfrtp_1",
  "cts_tree": "done",
  "crit_type": "in2reg",
  "worstPathArrival_ps": 2080,
  "syn_avg_cell_area_sq_um": 9.24,
  "cts-hold-fix-buffers": 0,
  "pwr-share-comb_pct": 31.6,
  "core-area_sq_mm": 0.00441,
  "synthArstFlopShare_pct": 100,
  "antenna-diode-count": 0,
  "p_leak_nw": 0.506,
  "seqPwrFrac_pct": 44.3,
  "cts.repair.resized": 0,
  "rsz0062_at_grt": "no",
  "tightest_slew_ps": 539,
  "syn_inst": 97,
  "die_h_um": 88,
  "antenna_found_initial": 0,
  "max_freq_ghz": 0.515,
  "dp_cells": 158,
  "fin_crit_sh_pct": 92.4,
  "drt-vias-per-instance": 4.26,
  "rows": 24,
  "grt_pass1_vias": 668,
  "wire_per_inst_um": 11.0,
  "path_buffers": 2,
  "holdWs_ps": 512,
  "cts.path.max_buffers": 2,
  "fp_util_pct": 20.3,
  "common_cells": "dfrtp_1 (13), ha_1 (10), inv_1 (9), nor2_1 (9), nand2_1 (8)",
  "place_hpwl_um": 1290,
  "p_per_area_mw_per_mm2": 996,
  "critical_path_required_ps": 2240,
  "drtIter0Drc": 80,
  "layout-drive-gt1-share_pct": 9.09,
  "yosysTopAreaCell": "dfrtp_1",
  "pin_count": 9,
  "cts.sinks": 14,
  "grt.overflow.total": 0,
  "warnings": 32,
  "p_switching_uw": 401,
  "ir_drop_v": 0.000264,
  "cts.clk_slew.worst_paths_ps": 60,
  "yosys-stat-cells": 97,
  "internal-power_uw": 700,
  "tns_ps": 0,
  "synth.cell_area_sq_um": 896,
  "grt_use_met3_pct": 1.68,
  "area_leaders": "dfrtp_1 (36%), ha_1 (14%), o21ai_0 (3.9%), inv_1 (3.8%), nor2_1 (3.8%)",
  "synth_top_flop_cell": "dfrtp_1",
  "outcome": "finished, final reports clean",
  "final_cells": 162,
  "dieArea_sq_mm": 0.00774,
  "slew_headroom_pct": 64.1,
  "holdCritPathClass": "in2async",
  "yosys_warnings": 1,
  "die_x_um": 88,
  "critPathTopFamily": "simple AND/OR/NAND/NOR gates",
  "ant_nets": 0,
  "dr.pass1.iters": 4,
  "ys_area_sq_um": 896,
  "final_util_pct": 25.1,
  "edf_count": 0,
  "grt_max_degree": 15,
  "cap_viol_max_count": 0,
  "area_growth_pct": 23.5,
  "hold_viol": 0,
  "ys_seq_share_pct": 39.2,
  "p_sw_share_pct": 36.4,
  "cts-root-buf": "clkbuf_8",
  "crit_fanout": 4,
  "cpPeakStageDelay_ps": 480
}
[cell usage in the layout (no fill, tap or decap), types with 2 or more instances in the layout]
cell type | synthesis | layout
ha_1 | 10 | 10
o22ai_1 | 2 | 2
nand2b_1 | 5 | 5
dfrtp_1 | 13 | 13
clkbuf_8 | 0 | 4
nor2_1 | 9 | 9
o21ai_0 | 7 | 7
and2_1 | 2 | 2
buf_4 | 0 | 4
nor2b_1 | 2 | 2
or3_1 | 2 | 2
and3_1 | 3 | 3
a21oi_1 | 3 | 3
a211oi_1 | 2 | 2
inv_1 | 9 | 9
nand2_1 | 8 | 8
a22oi_1 | 2 | 2
clkdlybuf4s50_1 | 0 | 8
[logic make-up (layout without fill, tap and decap cells)]
family                   count (synthesis)  after routing  synth area share (%)
adder cells (fa/ha/maj)                 10             10                  14.0
multiplexers                             2              2                  2.51
AND/OR/NAND/NOR                         35             35                  20.5
buffers and inverters                   12             25                  6.00
flip-flops                              14             14                  39.2
XOR/XNOR                                 1              1                 0.978
AND-OR/OR-AND                           23             23                  16.8
[final timing paths]
kind	startpoint	to	slack (ps)	cells past startpoint
worst min-delay path	rst	total_money[2]	510	2
min in group clk0	state[0]	state[0]	540	2
worst max register to register	total_money[1]	total_money[4]	520	5
worst max-delay path	coin[0]	change[0]	160	7
max in group asynchronous	rst	state[0]	1220	2
worst min register to register	state[0]	state[0]	540	2
[flip-flops by register name (all words and copies together), names as in the netlist]
name              flops
state                 4
dispense_A            1
change                2
transaction_done      1
total_money           5
dispense_B            1
[final cells by class]
class	count	area [sq um]
Inverter	9	33.8
Clock buffer	4	55.1
Multi-Input combinational cell	71	490
Fill cell	469	3310
Sequential cell	14	352
Timing Repair Buffer	12	110
Tap cell	52	65.1
[power by group through the flow]
stage	registers (mW)	logic [mW]	clock network, mW
after CTS	0.485	0.351	0.271
final	0.487	0.348	0.266
after global routing	0.507	0.405	0.286
[worst register-to-register path, delay by kind of cell (launching register included)]
| family | cells | cell delay (ps) |
|---|---|---|
| AND-OR/OR-AND | 3 | 520 |
| flip-flops | 1 | 450 |
| adder cells (fa/ha/maj) | 1 | 260 |
| multiplexers | 1 | 270 |
[stage by stage]
stage / setup slack (ps) / area, sq um
after floorplan: 528 / 896
after global placement: -38.6 / 1050
after detailed placement: -69.9 / 1050
after CTS: 167 / 1110
after global routing: 69.3 / 1110
final: 159 / 1110
[metal layers]
| layer | routed length [um] | vias up |
|---|---|---|
| li1 | - | 359 |
| met1 | 968 | 311 |
| met2 | 658 | 18 |
| met3 | 154 | 2 |
| met4 | 9 | 0 |
| met5 | 0 | - |
Power figures rest on the tool's default switching activity, not on a simulated workload.
